$ cat flow/design.v
module sevseg(
	input 	logic	[3:0] s,
	output 	logic   [6:0] number
);
always_comb
case(s)  
4'd0: number = 7'b0000001;
4'd1: number = 7'b1001111;
4'd2: number = 7'b0010010;
4'd3: number = 7'b0000110;
4'd4: number = 7'b1001100;
4'd5: number = 7'b0100100;
4'd6: number = 7'b0100000;
4'd7: number = 7'b0001111;
4'd8: number = 7'b0000000;
4'd9: number = 7'b0000100;
4'd10: number = 7'b0001000;
4'd11: number = 7'b1100000;
4'd12: number = 7'b0110001;
4'd13: number = 7'b1000010;
4'd14: number = 7'b0110000;
4'd15: number = 7'b0111000;
default: number = 7'b1111111;  
endcase
endmodule
$ cat flow/run.sh
#!/bin/bash
# OpenROAD 26Q1-2900-gdf79404cd8, Yosys 0.63+post, stock flow scripts
make -C /OpenROAD-flow-scripts/flow DESIGN_CONFIG=/design/flow/config.mk WORK_HOME=/design/flow/orfs finish
$ cat flow/config.mk
export PLATFORM = sky130hd
export DESIGN_NAME = sevseg
export DESIGN_NICKNAME = sevseg
export VERILOG_FILES = /design/flow/design.v
export SDC_FILE = /design/flow/constraint.sdc
export NUM_CORES = 4
export LEC_CHECK = 1
export CORE_AREA = 10 10 70 70
export DIE_AREA = 0 0 80 80
$ cat flow/constraint.sdc
current_design sevseg

set clk_period 1.4
set clk_io_pct 0.2

create_clock -name clk0 -period $clk_period

set non_clock_inputs [all_inputs -no_clocks]
set_input_delay [expr $clk_period * $clk_io_pct] -clock clk0 $non_clock_inputs
set_output_delay [expr $clk_period * $clk_io_pct] -clock clk0 [all_outputs]
==> impl_metrics.ini <==
; implementation run metrics
[routing]
remaining_drc_errors = 0
drt_wl_total_um = 997
drt_first_pass_iters = 2
ant_nets = 0
detail_route.vias_per_cell = 3.146
vias = 324
post_drt_wl_per_cell_um = 9.680
antenna_diode_instance_count = 0
drt_iter0_markers = 7

[grt]
grt_use_total_pct = 2.705
antenna_violations_before_repair = 0
grt_overflow = 0
first_global_vias = 346
pin_count_of_the_biggest_net_entering_global_routing = 11
first_pass_grt_wire_length_mm = 1.511

[place]
io_buffer_count = 11
dpl-instance-area_sq_um = 481.7
place.detailed.instances = 96
final_hpwl_dp_um = 601.4
gp_congestion = 0.7513

[power]
share_clk_of_total_power_pct = 0
combinational_power_share_pct = 100.0
sequentialPowerShare_pct = 0
finalPower_w = 0.0001783
switchingPower_w = 0.00007316
cellPowerDensity_mw_per_mm2 = 272.4
power_leakage_nw = 0.2775
peak_supply_drop_v = 0.00005068
internal_power_component_w = 0.0001051
swShare_pct = 41.04

[floorplan]
die_x_um = 80
placementRows = 21
die-height_um = 80
core_util_floorplan_pct = 7.875
io-pin-count = 11
floorplan.die_area_sq_mm = 0.006400
core_area_sq_mm = 0.003416

[setup_path]
cp_data_required_time_ps = 1120
timing_worst_setup_path_type = input pin to output port
critPathMaxFanout = 5
cp.arrival_ps = 1270
startpoint_types = input pin
timing.critical_path.to_type = output port

[final_layout]
layout-drive-gt1-share_pct = 71.93
stdcell_count = 103
logic_area_sq_um = 341.6
fin_area_sq_um = 654.4
nFillCells = 368
n_sequential_cell = 0
area.sequential_sq_um = 0
final.clkbuf_count = 0
areaGrowthSynthToFinish_pct = 143.3

[synthesis]
synth_cell_types = 13
yosysWarningCount = 1
synth.top_cells.by_count = sky130_fd_sc_hd__ha_1, sky130_fd_sc_hd__mux2i_1, sky130_fd_sc_hd__nor2_1
ys_cells = 33
synth_largest_type_area_fraction_pct = 32.56
postSynthCellCount = 33
yosys_chip_area_sq_um = 269.0
synth.top_cells.by_area = sky130_fd_sc_hd__ha_1, sky130_fd_sc_hd__mux2i_1, sky130_fd_sc_hd__mux4_2, sky130_fd_sc_hd__nor2_1, sky130_fd_sc_hd__nand2b_1
netlist.top_cell.by_area = sky130_fd_sc_hd__ha_1
yosys.stat.seqShare_pct = 0
post_synth.cell_area_avg_sq_um = 8.152
post_synth_instance_area_sq_um = 269.0
synth_top_cell_by_count = sky130_fd_sc_hd__ha_1

[sta]
setup_viol = 3
slew_headroom_pct = 86.44
worst_pin_slew_ps = 197.8
report.final.hold_viol_count = 0
finalCritPeriodShare_pct = 110.8
postLayoutSetupSlackWorst_ps = -151.3
maxSlewViolCount = 0
period_needed_ps = 1551
max_clock_freq_ghz = 0.6446
grt_setup_unrepaired = true

[run_status]
failing_checks = negative setup slack
outcome = finished with violations

[clock_network]
hold_buffers = 0

[flow_run]
timing.max_cap.violations = 0
openroad.warnings = 40

[worst_hold_path]
hold_path.class = input pin to output port
==> critical path, stage by stage <==
cell and delay (ps):
sky130_fd_sc_hd__buf_8 110, sky130_fd_sc_hd__buf_6 130, sky130_fd_sc_hd__ha_2 170, sky130_fd_sc_hd__mux4_2 450, sky130_fd_sc_hd__buf_2 130
==> power by group through the flow <==
stage / logic [W] / registers, W / clock network [W]
final: 0.000178 / 0 / 0
after CTS: 0.000154 / 0 / 0
after global routing: 0.000196 / 0 / 0
==> cell usage in the layout, fill, tap and decap left out <==
master / n
sky130_fd_sc_hd__inv_4: 1
sky130_fd_sc_hd__mux2i_1: 4
sky130_fd_sc_hd__nand2b_1: 1
sky130_fd_sc_hd__clkbuf_16: 1
sky130_fd_sc_hd__buf_4: 8
sky130_fd_sc_hd__nor2_1: 5
sky130_fd_sc_hd__mux2i_4: 2
sky130_fd_sc_hd__ha_2: 2
sky130_fd_sc_hd__nand2b_4: 1
sky130_fd_sc_hd__o211ai_1: 1
sky130_fd_sc_hd__nand2_1: 1
sky130_fd_sc_hd__a21oi_2: 2
sky130_fd_sc_hd__o21ai_2: 1
sky130_fd_sc_hd__buf_2: 8
sky130_fd_sc_hd__inv_6: 1
sky130_fd_sc_hd__ha_1: 1
sky130_fd_sc_hd__a32o_1: 1
sky130_fd_sc_hd__inv_2: 1
sky130_fd_sc_hd__mux4_2: 1
sky130_fd_sc_hd__o21ai_1: 1
sky130_fd_sc_hd__buf_8: 3
sky130_fd_sc_hd__clkdlybuf4s15_1: 1
sky130_fd_sc_hd__buf_6: 5
sky130_fd_sc_hd__ha_4: 4
==> stage by stage <==
step | setup slack (ps) | TNS, ps | hold slack (ps) | utilization (%)
floorplan | 70.00 | 0 | 660.1 | -
global placement | -920.2 | -5458 | 1646 | 14.10
detailed placement | -905.9 | -5452 | 1668 | 14.10
CTS | -126.6 | -135.3 | 1016 | 17.77
global route | -186.4 | -412.7 | 1030 | 19.16
finish | -151.3 | -240.4 | 995.0 | 19.16
==> what timing repair did <==
| item | 4_1_cts | 5_1_grt |
|---|---|---|
| buffers inserted | 6 | 0 |
| setup endpoints to repair | 7 | 5 |
| gates resized | 63 | 7 |
| cloned | 0 | 1 |
| pin swaps | 8 | 4 |
==> worst paths after layout <==
path / endpoint / cells past startpoint / startpoint
worst min-delay path: number[5] / 3 / s[3]
worst max-delay path: number[3] / 5 / s[1]
==> kinds of logic (layout without fill, tap and decap cells) <==
logic type / count (synthesis) / count (layout) / share of synthesized area (%)
AND/OR/NAND/NOR: 8 / 8 / 13.02
adder cells (fa/ha/maj): 7 / 7 / 32.56
multiplexers: 7 / 7 / 30.70
AND-OR/OR-AND: 6 / 6 / 13.95
buffers and inverters: 5 / 29 / 9.766
==> final cells by class <==
class	instances	share of cell area, %
Timing Repair Buffer	26	36.14
Inverter	3	2.868
Tap cell	46	8.795
Multi-Input combinational cell	28	52.20
==> metal layers <==
| metal | part of all wire (%) | routed length [um] | track usage [%] |
|---|---|---|---|
| met1 | 44 | 439 | 3.309 |
| met2 | 52 | 515 | 5.136 |
| met3 | 4.1 | 41 | 0.3409 |
| met4 | 0 | 0 | 0 |
| met5 | 0 | 0 | 0 |
No activity file was given, so power comes from the tool's default toggle rates.
