`design.v`:
```
module keydec(
	input logic reset,
	input logic [3:0] col,
	input logic [2:0] counter,  
	output logic [3:0] N1 = 0,
	output logic [3:0] N2 = 0
);
logic [1:0] coln = 0;
logic pressed = 0;
always_comb begin
	if (col[3]) coln = 2'b11;
	else if (col[2]) coln = 2'b10;
	else if (col[1]) coln = 2'b01;
	else coln = 2'b00;
end
always_ff @(posedge (counter[0]))
	begin
		if (~reset) begin
		N1 = 13;
		N2 = 13; 
		end else if ((~pressed) && (col != 0))  
		begin
		N2 = N1;  
		N1 = {counter[2:1],coln};  
		pressed = 1;  
		end else if ((~col[N1[1:0]]) && (N1[3:2] == counter[2:1])) begin  
			pressed = 0;
			end
	end
endmodule
```
`run.sh`:
```
#!/bin/bash
# OpenROAD 26Q1-2900-gdf79404cd8, Yosys 0.63+post, stock flow scripts
make -C /OpenROAD-flow-scripts/flow DESIGN_CONFIG=/design/flow/config.mk WORK_HOME=/design/flow/orfs finish
```
`config.mk`:
```
export PLATFORM = sky130hd
export DESIGN_NAME = keydec
export DESIGN_NICKNAME = keydec
export VERILOG_FILES = /design/flow/design.v
export SDC_FILE = /design/flow/constraint.sdc
export NUM_CORES = 4
export LEC_CHECK = 1
export CORE_AREA = 10 10 70 70
export DIE_AREA = 0 0 80 80
```
`constraint.sdc`:
```
current_design keydec

set clk_period 2.2
set clk_io_pct 0.2

create_clock -name clk0 -period $clk_period [get_ports {counter}]

set non_clock_inputs [all_inputs -no_clocks]
set_input_delay [expr $clk_period * $clk_io_pct] -clock clk0 $non_clock_inputs
set_output_delay [expr $clk_period * $clk_io_pct] -clock clk0 [all_outputs]
```
==> impl_metrics.json <==
{
  "status": "finished clean",
  "cp_slowest_stage_delay_ns": 0.51,
  "swShare_pct": 25.6,
  "use_met3_pct": 3.98,
  "slew_viol_final": 0,
  "grt.overflow.total": 0,
  "grt.met1_usage_pct": 4.41,
  "ys_async_sr_fraction_pct": 0,
  "peakVddDrop_mv": 0.452,
  "drtIter0Drc": 7,
  "hold_violations": 0,
  "worstSetupStartpoint": "col[3]",
  "slowest_stage": "clkdlybuf4s50_1",
  "diodes": 0,
  "avgRoutedWirePerCell_um": 11.7,
  "endpoint": "pressed$_SDFFCE_PP1P_",
  "whs_ns": 0.144,
  "maxCapViolations": 0,
  "first_pass_iters": 4,
  "synthFlopType": "dfxtp_1",
  "required_ns": 2.15,
  "area_delta_synth_final_pct": 64.6,
  "finalWirelength_um": 1340,
  "antenna_found_initial": 0,
  "insertion_delay_ns": 0.23,
  "finalCritPeriodShare_pct": 83.7,
  "clkPwrFrac_pct": 48.8,
  "grt_pass1_vias": 525,
  "combPwrFrac_pct": 17.8,
  "vias": 455,
  "hp-class": "clock port to register",
  "fp_util_pct": 12.4,
  "gp_congestion": 0.749,
  "critical_path_depth": 4,
  "die_h_um": 80,
  "ys_area_sq_um": 424,
  "worstPathCellList": "clkdlybuf4s50_1 -> mux4_2 -> nor3_1 -> o21a_1",
  "leakagePower_nw": 0.256,
  "fin_tns_setup_ns": 0,
  "reg2reg_to": "pressed$_SDFFCE_PP1P_",
  "postRouteAntennaNets": 0,
  "drc": 0,
  "seqPwrFrac_pct": 33.4,
  "grt.met2_usage_pct": 4.98,
  "die_width_um": 80,
  "period_minus_slack_ns": 1.84,
  "p_sw_mw": 0.181,
  "end_kind": "register",
  "start_kind": "input port",
  "syn_area_per_cell_sq_um": 9.86,
  "max_slew_margin_pct": 78.9,
  "top_area_cell": "dfxtp_1",
  "synth.area.top_cells": "dfxtp_1 38%, o21ai_0 8.3%, nand3_1 7.1%, edfxtp_1 7.1%, mux4_2 5.3%",
  "post_cts_resize_count": 0,
  "crit_family": "buffers and inverters",
  "finClkSkew_ns": 0.000680,
  "ioPinCount": 16,
  "drive_above_1_share_pct": 20.6,
  "ys_cells": 43,
  "edf_count": 1,
  "r2r-start": "N1[0]$_SDFFE_PN1P_",
  "path_class": "input port to register",
  "powerDensity_mw_per_mm2": 1010,
  "critPathMaxFanout": 5,
  "grt_pass1_wl_um": 2120,
  "grt_usage_pct": 4.32,
  "row_count": 21,
  "common_cells": "8 x dfxtp_1, 7 x o21ai_0, 6 x nand3_1",
  "cts_setup_buffers": 0,
  "reg2reg_depth": 3,
  "critPathBufInv": 1,
  "cts_tree": "built",
  "syn_area_sq_um": 424,
  "warning_count": 89,
  "netlist_instances": 43,
  "yosysWarnings": 1,
  "critical_path_arrival_ns": 1.79,
  "ys_seq_share_pct": 44.8,
  "rsz0062_at_grt": "false",
  "clk_pin_slew_ns": 0.05,
  "synth.distinct_cells": 18,
  "p_int_mw": 0.525,
  "die-area_sq_mm": 0.00640,
  "worstMarginPinSlew_ns": 0.313,
  "setup_viol_count_final": 0,
  "ys.flops": 9,
  "io_buffers": 13,
  "synth_top_area_share_pct": 37.8,
  "viasPerCell": 3.99,
  "grt_max_degree": 11,
  "design.core.area_sq_mm": 0.00342,
  "r2r_slack_ns": 0.71,
  "synth.most_common_cell": "dfxtp_1",
  "holdBufCountCts": 0,
  "grt-busiest-layer": "met2",
  "hpwl_um": 949,
  "fmax_ghz": 0.543
}
flip-flops by register name, indices dropped and copies added (netlist names):
register and cells:
N1 4, N2 4, pressed 1
per-layer routing:
metal	wire (um)	vias up
met5	0	-
met1	555	215
met3	133	4
li1	-	213
met4	48	0
met2	596	23
logic make-up (layout without fill, tap and decap cells):
| family | after synthesis | count (layout) | synth area share [%] |
|---|---|---|---|
| AOI/OAI and AO/OA | 15 | 15 | 23.0 |
| and+or+nand+nor | 11 | 11 | 18.3 |
| DFF | 9 | 9 | 44.8 |
| buffers and inverters | 5 | 30 | 4.42 |
| xor gates and xnor gates | 2 | 2 | 4.13 |
| muxes | 1 | 1 | 5.31 |
power by group through the flow:
stage | combinational (mW) | clock (mW) | sequential, mW
after CTS | 0.129 | 0.415 | 0.236
after global routing | 0.142 | 0.440 | 0.241
final | 0.126 | 0.345 | 0.235
through the flow:
step	cells	instance area (sq um)	util, %	total power, mW	setup slack, ns
2_1_floorplan	43	424	-	0.333	0.404
3_3_place_gp	102	619	18.1	0.423	0.170
3_5_place_dp	102	619	18.1	0.425	0.151
4_1_cts	114	698	20.4	0.780	0.384
5_1_grt	114	698	20.4	0.822	0.372
6_report	114	698	20.4	0.706	0.359
worst reg2reg max path, cell delays in order (launching register included):
cell and delay [ns]:
dfxtp_1 0.37, mux4_2 0.51, nor3_1 0.20, o21a_1 0.14
final cells by class:
cell class / instances / area, sq um
Fill cell: 389 / 2720
Inverter: 3 / 11.3
Tap cell: 46 / 57.6
Sequential cell: 9 / 190
Timing Repair Buffer: 15 / 145
Multi-Input combinational cell: 29 / 215
Clock buffer: 12 / 78.8
how the worst min path moves through the flow:
stage	start	end	slack (ns)	cells after the start
4_1_cts	counter[1]	N1[2]$_SDFFE_PN1P_	0.15	4
5_1_grt	counter[1]	N1[2]$_SDFFE_PN1P_	0.16	4
6_report	counter[1]	N1[2]$_SDFFE_PN1P_	0.14	4
layout by cell type (no fill, tap or decap), drive strengths merged, types with 2 or more instances in the layout:
cell type / instances
clkdlybuf4s50: 13
clkbuf: 12
dfxtp: 8
o21ai: 7
nand3: 6
inv: 3
o211ai: 3
xor2: 2
a21boi: 2
o311ai: 2
buf: 2
Power and IR drop assume default switching activity.
